## design/flow/run.sh

```bash
#!/bin/bash
# OpenROAD 26Q1-2900-gdf79404cd8, Yosys 0.63+post, stock flow scripts
make -C /OpenROAD-flow-scripts/flow DESIGN_CONFIG=/design/flow/config.mk WORK_HOME=/design/flow/orfs finish
```

## design/flow/config.mk

```make
export PLATFORM = sky130hd
export DESIGN_NAME = jtcop_decoder
export DESIGN_NICKNAME = jtcop_decoder
export VERILOG_FILES = /design/flow/design.v
export SDC_FILE = /design/flow/constraint.sdc
export NUM_CORES = 4
export LEC_CHECK = 1
export CORE_AREA = 10 10 70 70
export DIE_AREA = 0 0 80 80
```

## design/flow/constraint.sdc

```tcl
current_design jtcop_decoder

set clk_period 2.1
set clk_io_pct 0.2

create_clock -name clk0 -period $clk_period

set non_clock_inputs [all_inputs -no_clocks]
set_input_delay [expr $clk_period * $clk_io_pct] -clock clk0 $non_clock_inputs
set_output_delay [expr $clk_period * $clk_io_pct] -clock clk0 [all_outputs]
```

## design/flow/design.v

```verilog
module jtcop_decoder(
    input              rst,
    input              clk,
    input       [23:1] A,
    input              ASn,
    input              RnW,
    input              LVBL,
    input              LVBL_l,
    input              sec2,
    input              service,
    input       [ 1:0] coin_input,
    output reg         rom_cs,
    output reg         eep_cs,
    output reg         prisel_cs,
    output reg         mixpsel_cs,
    output reg         nexin_cs,        
    output reg         nexout_cs,       
    output reg         nexrm1,          
    output reg         disp_cs,
    output reg         sysram_cs,
    output reg         vint_clr,
    output reg         cblk,
    output reg  [ 2:0] read_cs,
    output reg         fmode_cs,
    output reg         fsft_cs,
    output reg         fmap_cs,
    output reg         bmode_cs,
    output reg         bsft_cs,
    output reg         bmap_cs,
    output reg         nexrm0_cs,
    output reg         cmode_cs,
    output reg         csft_cs,
    output reg         cmap_cs,
    output reg         obj_cs,        
    output reg         obj_copy,      
    output reg [ 1:0]  pal_cs,
    output reg         huc_cs,       
    output reg         snreq,
    output reg [5:0]   sec           
);
always @(*) begin
    rom_cs     = 0;
    eep_cs     = 0;
    fmode_cs   = 0;
    fsft_cs    = 0;
    fmap_cs    = 0;
    bmode_cs   = 0;
    bsft_cs    = 0;
    bmap_cs    = 0;
    nexrm0_cs  = 0;
    cmode_cs   = 0;
    csft_cs    = 0;
    cmap_cs    = 0;
    nexrm1     = 0;
    prisel_cs  = 0;
    obj_copy   = 0;
    snreq      = 0;
    vint_clr   = 0;
    mixpsel_cs = 0;
    cblk       = 0;
    nexout_cs  = 0;
    read_cs    = 0;
    nexin_cs   = 0;
    pal_cs     = 0;
    sysram_cs  = 0;
    obj_cs     = 0;
    sec[5:3]   = { service, coin_input };
    sec[2]     = sec2;
    sec[1:0]   = 0;
    disp_cs    = 0;
    huc_cs     = 0;
    if( !ASn ) begin
        case( A[21:20] )
            0: rom_cs = A[19:16]<6 && RnW;
            1: begin
                eep_cs = ~A[19];  
                huc_cs = A[19] && A[18:12]==0;
            end
            2: begin
                disp_cs = 1;
                if( A[19:18]==2'b01 ) begin  
                    case( A[15:13] )
                        0: fmode_cs  = 1;    
                        1: fsft_cs   = 1;    
                        2: fmap_cs   = 1;    
                        3: bmode_cs  = 1;    
                        4: bsft_cs   = 1;    
                        5: bmap_cs   = 1;    
                        6: begin
                            nexrm0_cs = 1;  
                            case( A[12:11])
                                0: cmode_cs = 1;  
                                1: csft_cs  = 1;  
                                2: cmap_cs  = 1;
                                default:;
                            endcase
                        end
                        default:;
                    endcase
                end
            end
            3: begin  
                case( A[16:14] )  
                    0: nexrm1 = 1;
                    3: begin  
                        if( RnW && !A[4] ) begin  
                            case( A[3:1] )
                                0: read_cs[0] = 1;  
                                1: read_cs[1] = 1;
                                2: read_cs[2] = 1;
                                3: nexin_cs   = 1;
                                4: sec[1]     = 1;
                                default:;
                            endcase
                        end
                        if( !RnW && A[4] ) begin  
                            case( A[3:1] )
                                0: prisel_cs  = 1;
                                1: obj_copy   = 1;
                                2: snreq      = 1;
                                3: sec[0]     = 1;
                                4: vint_clr   = 1;
                                5: mixpsel_cs = 1;
                                6: cblk       = 1;  
                                7: nexout_cs  = 1;
                            endcase
                        end
                    end
                    4: pal_cs[0] = 1;  
                    5: pal_cs[1] = 1;  
                    6: sysram_cs = 1;    
                    7: obj_cs    = 1;    
                    default:;
                endcase
            end
        endcase
    end
end
endmodule
```

==> Implementation_results.wiki <==
=== Synthesis and place and route ===
{| class="wikitable"
! Metric !! Value
|-
| Routed vias || 861
|-
| Number of rows in the core area || 21
|-
| Worst-case headroom to the max-slew limit || 0.8254
|-
| YS warnings || 1
|-
| WP data required || 1680 ps
|-
| Hold violation total from the final report || 0
|-
| Wire length of the first global-routing pass || 4540 um
|-
| DR WL/cell || 15.62 um
|-
| Area of the core || 3416 um^2
|-
| Type of the setup path with the least slack || in -> out
|-
| Final WL || 3061 um
|-
| Remaining DRCs || 0
|-
| Total gr overflow || 0
|-
| CP Cell Sequence || clkdlybuf4s50_1 -> nand3b_1 -> buf_6 -> nor4_4 -> buf_2
|-
| Sequential cell area || 0 um^2
|-
| Global-route usage over all layers || 0.08453
|-
| Status || finished clean
|-
| Count of maximum capacitance violations || 0
|-
| Final-layout clock buffer total || 0
|-
| Peak VDD IR || 28.55 uV
|-
| Flop Count || 0
|-
| Avg Inst Size Synth || 7.071 um^2
|-
| Highest cell delay on the worst timing path || 520 ps
|-
| Final setup violation count || 0
|-
| Maximum fanout encountered on the critical timing path || 3
|-
| HPWL after detailed placement || 2006 um
|-
| Transition time of the tightest slew-check pin || 261.3 ps
|-
| Initial core utilization || 0.1366
|-
| Final total negative setup slack || 0 ps
|-
| Number of DRC violations after detailed-routing iteration 0 || 32
|-
| Family with the most delay on the worst path || buffers and inverters
|-
| Horizontal die dimension || 80 um
|-
| Class of the most critical hold timing path || in -> out
|-
| Gpl congestion || 0.7775
|-
| Average vias per placed instance || 4.393
|-
| Clock period minus worst slack || 2055 ps
|-
| Tool warnings || 45
|-
| Number of global-route vias before repair || 849
|-
| Number of cells produced by synthesis || 66
|-
| Setup crit end kind || output pin
|-
| CP Data Arrival Time || 1630 ps
|-
| Synthesis-to-layout area growth || 217.7%
|-
| Total cell area reported by yosys after synthesis || 466.7 um^2
|-
| Number of nets still failing antenna checks after routing || 0
|-
| Share of the core filled with cells || 0.4341
|-
| Total of buffers placed on input and output ports || 49
|-
| Number of antenna violations at the first check in global routing || 0
|-
| Kind of launch point of the worst setup path || primary input
|-
| Achievable frequency || 486.7 MHz
|-
| Number of inserted diodes || 0
|-
| Worst hold slack || 840.0 ps
|-
| Sequential fraction of the synthesis area || 0
|-
| Number of pins exceeding their max-slew limit in the final report || 0
|-
| Number of buffer and inverter instances along the worst setup path || 3
|-
| Distinct lib cells used || 24
|-
| Area of the mapped netlist || 466.7 um^2
|-
| TritonRoute pass-1 iters || 4
|-
| Period utilisation layout || 0.9784
|-
| Slowest stage cell, crit path || clkdlybuf4s50_1
|-
| Vertical die dimension || 80 um
|-
| Pwr per Cell Area || 113.0 nW/um^2
|-
| Pleak || 0.7627 nW
|-
| Proportion of layout cells with a drive suffix above 1 || 0.6467
|-
| Cell count in the Yosys report || 66
|-
| # IOs || 69
|-
| Pin count of the biggest net entering global routing || 10
|-
| Power, Total || 0.1675 mW
|-
| Area enclosed by the die boundary || 6400 um^2
|}
layout make-up:
cell class	count	area [um^2]
inverter	2	7.507
multi-input combinational	56	648.1
tap	46	57.56
fill	329	1933
timing repair buffer	92	769.5
logic make-up (layout without fill, tap and decap cells):
| group | Yosys count | count (layout) | synth area share |
|---|---|---|---|
| buffers and inverters | 11 | 94 | 0.1582 |
| and+or+nand+nor | 55 | 56 | 0.8419 |
layer usage:
layer  part of all wire  global-route usage  wire length, um
met1               0.45              0.1095             1373
met2               0.52              0.1509             1591
met3              0.031             0.01364               96
met4                  0                   0                0
met5                  0                   0                0
path summary, 6_finish.rpt:
| kind | cells past startpoint | end | slack (ps) | from |
|---|---|---|---|---|
| worst max-delay path | 5 | nexout_cs | 50 | A[4] |
| worst min-delay path | 0 | sec[2] | 840 | sec2 |
per-stage QoR:
step	area, um^2	instances	worst slack [ps]
after detailed placement	1091	171	-489.0
final	1483	196	45.26
after global placement	1091	171	-467.2
after CTS	1378	189	-38.57
after floorplan	466.7	66	545.8
after global routing	1483	196	-38.41
report_power, final:
group	leakage (nW)	internal (mW)	switching, mW	total [mW]
Sequential	0	0	0	0
Clock	0	0	0	0
Combinational	0.763	0.0882	0.0792	0.167
Total	0.763	0.0882	0.0792	0.167
cell usage after synthesis (all sizes together):
master	n	share of area
and3	2	0.027
buf	8	0.13
clkbuf	1	0.0080
inv	2	0.016
nand2	2	0.016
nand2b	5	0.067
nand3b	2	0.059
nand4b	3	0.056
nand4bb	3	0.083
nor2	6	0.059
nor2b	1	0.013
nor3	4	0.043
nor3b	1	0.016
nor4	18	0.24
nor4b	4	0.088
or2	2	0.027
or2b	1	0.016
or4b	1	0.029
cells in the final DEF, fill, tap and decap left out, drive strengths merged:
master,Yosys,final
or2b,1,1
or2,2,2
clkbuf,1,6
nand3b,2,3
inv,2,2
nor2,6,6
nor3,4,4
nand2,2,2
clkdlybuf4s15,0,2
nand4b,3,3
dlymetal6s2s,0,9
nand4bb,3,3
nor4b,4,4
dlygate4sd2,0,15
nand2b,5,5
nor4,18,18
and3,2,2
clkdlybuf4s50,0,8
buf,8,52
or4b,1,1
nor3b,1,1
nor2b,1,1
repair_timing:
| item | 4_1_cts | 5_1_grt |
|---|---|---|
| gates resized | 96 | 29 |
| gates cloned | 1 | 0 |
| pin swaps | 17 | 5 |
| endpoints found under the setup margin | 32 | 17 |
| buffers inserted | 17 | 7 |
| hold buffers | 0 | 0 |
| endpoints found under the hold margin | 0 | 0 |
Power and IR drop assume default switching activity.
